<file path="run.sh">
#!/bin/bash
# OpenROAD 26Q1-2900-gdf79404cd8, Yosys 0.63+post, stock flow scripts
make -C /OpenROAD-flow-scripts/flow DESIGN_CONFIG=/design/flow/config.mk WORK_HOME=/design/flow/orfs finish
</file>
<file path="config.mk">
export PLATFORM = sky130hd
export DESIGN_NAME = Top_module
export DESIGN_NICKNAME = Top_module
export VERILOG_FILES = /design/flow/design.v
export SDC_FILE = /design/flow/constraint.sdc
export NUM_CORES = 4
export LEC_CHECK = 1
export CORE_UTILIZATION = 30
</file>
<file path="constraint.sdc">
current_design Top_module

set clk_period 4.1
set clk_io_pct 0.2

create_clock -name clk0 -period $clk_period [get_ports {clk}]

set non_clock_inputs [all_inputs -no_clocks]
set_input_delay [expr $clk_period * $clk_io_pct] -clock clk0 $non_clock_inputs
set_output_delay [expr $clk_period * $clk_io_pct] -clock clk0 [all_outputs]
</file>
<file path="design.v">
`timescale 1ns / 1ps
module D_FF(
input clk,
input D,
output reg Q
);
always@(posedge clk)
begin
Q<=D;
end
endmodule
`timescale 1ns / 1ps
module Decoder_7_segment(
input [3:0] in,  
output reg [6:0] seg);  
always @(in)
begin 
case(in)
0:seg =7'b0000001; 
1:seg =7'b1001111; 
2:seg =7'b0010010;
3:seg =7'b0000110;
4:seg =7'b1001100;
5:seg =7'b0100100;
6:seg =7'b0100000;
7:seg =7'b0001111;
8:seg =7'b0000000;
9:seg =7'b0010000;
default: seg=7'b0101010;
endcase
end
endmodule
`timescale 1ns / 1ps
module Slow_Clock_4Hz(
input clk_in,
output  reg clk_out);
reg [25:0] count=0;
always @(posedge clk_in)
begin
count<=count+1;
if(count==12_500_000)
begin
count<=0;
clk_out=~clk_out;
end
end
endmodule
`timescale 1ns / 1ps
module Top_module(
input clk,
input sw,
input btnC,
input btnU,
input btnR,
output [6:0] seg,
output [3:0] an,
output [7:0] led );
wire [3:0] s1, s2, m1, m2, h1, h2;
reg hrup, minup;
wire btnCclr, btnUclr, btnRclr;
reg btnCclr_prev, btnUclr_prev, btnRclr_prev;
debounce dbC(btnC,clk,  btnCclr);
debounce dbU(btnU,clk,  btnUclr);
debounce dbR(btnR,clk,  btnRclr);
sevenseg_driver seg7(clk, 1'b0, h2, h1, m2, m1, seg, an);
digital_clock clock(
    .clk(clk),
    .en(sw),
    .rst(btnCclr),
    .hrup(hrup),
    .minup(minup),
    .s1(s1),
    .s2(s2),
    .m1(m1),
    .m2(m2),
    .h1(h1),
    .h2(h2)
);
always @(posedge clk)
begin 
btnUclr_prev<=btnUclr;
btnRclr_prev<=btnRclr;
if(btnUclr_prev==1'b0 && btnUclr==1'b1) hrup <=1'b1; else hrup<=1'b0;
if(btnRclr_prev==1'b0 && btnRclr==1'b1) minup <=1'b1; else minup<=1'b0;
end
assign led[7:0]={s2,s1};
endmodule
`timescale 1ns / 1ps
module binarytoBCD(
input [11:0] binary,
output reg[3:0] thos,  
output reg[3:0] huns,
output reg[3:0] tens,
output reg[3:0] ones
);
reg[11:0]bcd_data=0;
always @(binary)
begin
bcd_data=binary;
thos=bcd_data/1000;
bcd_data=bcd_data%1000;
huns=bcd_data/100;
bcd_data=bcd_data%100;
tens= bcd_data/10;
ones=bcd_data%10;
end
endmodule
`timescale 1ns / 1ps
module debounce(
input pb, clk_in,
output led);
wire clk_out;
wire Q1, Q2, Q2_bar;
Slow_Clock_4Hz u1(clk_in, clk_out);
D_FF d1(clk_out, pb, Q1);
D_FF d2(clk_out, Q1, Q2);
assign Q2_bar=~Q2;
assign led= Q1 & Q2_bar;
endmodule
`timescale 1ns / 1ps
module digital_clock(
input clk,
input en,
input rst,
input hrup,
input minup,
output[3:0] s1,
output[3:0] s2,
output[3:0] m1,
output[3:0] m2,
output[3:0] h1,
output[3:0] h2
);
reg[5:0] hour=0, min=0, sec=0; 
integer clkc=0;
localparam onesec=100_000_000;
always @ (posedge clk)
begin
if(rst==1'b1)
{hour,min,sec}<=0;
else if (minup==1'b1)
begin
if(min==6'd59)
min<=0;
else min<=min+1'd1;
end
else if(hrup ==1'b1)
begin
if(hour==23)
hour<=0;
else hour<=hour+1'd1;
end 
else if(en==1'b1)
if(clkc==onesec)
begin
clkc<=0;
if(sec==6'd59)
begin
sec<=0;
if(min==6'd59)
begin min<=0;
if(hour==6'd23)
hour<=0;
else
hour<=hour+1'd1;
end
else 
min<=min+1'd1;
end
else
sec<=sec+1'd1;
end
else
clkc<=clkc+1;
end
binarytoBCD secs(.binary(sec), .thos(),.huns(),.tens(s2),. ones(s1));
binarytoBCD mins(.binary(min), .thos(),.huns(),.tens(m2),. ones(m1));
binarytoBCD hours(.binary(hour), .thos(),.huns(),.tens(h2),. ones(h1));
endmodule
`timescale 1ns / 1ps
module sevenseg_driver(
input clk,
input clr,
input [3:0] in1,
input [3:0] in2,
input [3:0] in3,
input [3:0] in4,
output reg [6:0] seg,
output reg [3:0]  an
);
wire [6:0] seg1, seg2, seg3, seg4;
reg [12:0] segclk;
localparam LEFT=2'b00, MIDLEFT=2'b01, MIDRIGHT =2'b10, RIGHT=2'b11;
reg [1:0] state=LEFT;
always@(posedge clk)
segclk<=segclk+1'b1;
always@(posedge segclk[12] or posedge clr)
begin 
if(clr==1)
begin
seg<=7'b0000000;
an<=4'b0000;
state<=LEFT;
end
else 
begin 
case(state)
            LEFT: begin
                seg <= seg1;
                an <= 4'b0111;
                state <= MIDLEFT;
            end
            MIDLEFT: begin
                seg <= seg2;
                an <= 4'b1011;
                state <= MIDRIGHT;
            end
            MIDRIGHT: begin
                seg <= seg3;
                an <= 4'b1101;
                state <= RIGHT;
            end
            RIGHT: begin
                seg <= seg4;
                an <= 4'b1110;
                state <= LEFT;
            end
        endcase
end 
end
Decoder_7_segment a(in1,seg1);
Decoder_7_segment b(in2,seg2);
Decoder_7_segment c(in3,seg3);
Decoder_7_segment d(in4,seg4);
endmodule
</file>
==> results.cfg <==
; generated from flow reports
[final_timing]
final_period_minus_worst_setup_slack_ps = 4000
slew_violations = 0
fin_crit_sh_pct = 97.6
final_critical_path_setup_slack_ps = 99.4
timing_worst_slew_pin_value_ps = 939
max_slew_margin_pct = 36.9
final.setup_skew_ps = 9.72
rsz0062_at_grt = true
fmax_mhz = 250
hold_viol = 0
unclocked_regs = 19
count_of_endpoints_without_a_timing_constraint = 32
finalSetupViolations = 0

[clocking]
cts.htree.levels = 4
cts-buffers-inserted = 17
clkSlewWorstSetupHoldPaths_ps = 60
clock_insertion_delay_worst_skew_ps = 420
clock_path_buffers = 2
cts_root_buffer = sky130_fd_sc_hd__clkbuf_16
tritoncts = done

[grt]
grt_pass1_vias = 6116
global_route.usage.total_pct = 11.2
antenna_found_initial = 0
globalRouteOverflowTotal = 0
grt_max_degree = 33
grt_first_pass_wirelength_um = 28500

[setup_path]
worstSetupStartpointType = flop
reg2reg_to = clock.sec[5]
crit_slowest_cell = sky130_fd_sc_hd__or3b_4
critPathKind = flop to primary output
critical_path_required_ps = 3280
cp_top_family = simple AND/OR/NAND/NOR gates
register_to_register_setup_slack_ps = 1370
critPathMostFrequentCell = sky130_fd_sc_hd__ha_4
timing.critical_path.to_type = primary output
crit_path_cell_trace = inv_2 > ha_4 > or2_4 > ha_4 > or3b_4 > a21oi_2 > o221ai_2 > and2_4 > a221oi_2 > o21a_2 > nor2_1 > xnor2_1 > dlygate4sd2_1
critPathBufInv = 2
rr_startpoint = clock.clkc[0]
crit_path_max_incr_delay_ps = 390
ff2ff_path_depth = 11
crit_fanout = 4
worst_ep_arrival_time_ps = 3180

[synthesis]
mux_share_pct = 1.19
synth_top_cell_by_area = sky130_fd_sc_hd__dfxtp_1
ys_cells = 992
ys.warnings.count = 10
synth.ff_latch_count = 167
yosys-top-cells-area = sky130_fd_sc_hd__dfxtp_1, sky130_fd_sc_hd__edfxtp_1, sky130_fd_sc_hd__ha_1
top_logic_kind = simple AND/OR/NAND/NOR gates
ys_sh_xor_pct = 12.5
yosys.area.top_type_share_pct = 29.6
synth_simple_gate_area_share_pct = 25.0
netlist_top_cells_count = sky130_fd_sc_hd__dfxtp_1, sky130_fd_sc_hd__nor2_1, sky130_fd_sc_hd__nand2_1
ys_area_mm2 = 0.00894
enable_flop_cells = 35
synth_async_sr_flop_share_pct = 0
seq_area_frac_synth_pct = 41.3
ys_sh_aoi_pct = 8.14
dominantRegCellSynth = sky130_fd_sc_hd__dfxtp_1
post_synth_num_cell_types = 71
netlist_area_mm2 = 0.00894
top_cell = sky130_fd_sc_hd__dfxtp_1
fa_ha_area_share_pct = 8.23
postSynthAreaPerCell_um2 = 9.01
post_synth_inst_count = 992

[detailed_routing]
detail_route.drc_violations = 0
vias_per_cell = 4.69
final_antenna_net_count = 0
wirelength_per_cell_um = 11.5
vias = 6637
drt_iter0_markers = 452
n_antenna_cell = 0
postRouteWirelength_um = 16300
drt_first_pass_iters = 6

[layout]
finish.utilization_pct = 35.5
layout-drive-gt1-share_pct = 8.05
ff_latch_area_mm2 = 0.00369
area.combinational_mm2 = 0.00500
syn_to_final_growth_pct = 15.2
layout_cell_area_excl_fill_mm2 = 0.0103
layout.filler_cells = 2886

[hold_path]
timing.hold.worst_endpoint = minup
hold_path.class = flop to flop
worst_hold_path.num_cells = 1
holdCritStartpoint = btnRclr_prev

[pwr]
peakVddDrop_uv = 241
cellPowerDensity_mw_per_mm2 = 297
power.static_leakage_nw = 3.98

[placed_design]
hpwlAfterDp_um = 11600
placement.cell_area_mm2 = 0.00963
gp_congestion = 0.884
post-place-ws_ps = -77.6
port-buffer-count = 22

[floorplan]
die_height_um = 175
fp.dieArea_mm2 = 0.0305
i_o_pins = 24
coreArea_mm2 = 0.0290
rows = 62
fp_util_pct = 30.8
dieWidth_um = 175

[job]
max_cap_violations = 0
tool_warnings = 66

[run_status]
outcome = complete, no violations
[kinds of logic (layout without fill, tap and decap cells)]
| logic type | after synthesis | count (layout) |
|---|---|---|
| AND/OR/NAND/NOR | 441 | 441 |
| flip-flops | 167 | 167 |
| XOR/XNOR | 128 | 128 |
| AND-OR/OR-AND | 107 | 107 |
| buffers and inverters | 79 | 118 |
| adder cells (fa/ha/maj) | 59 | 59 |
| multiplexers | 10 | 10 |
| other | 1 | 1 |
[layer usage]
metal	wire length, µm	part of all wire [%]	GRT usage (%)
met1	8250	51	16.8
met2	7040	43	17.3
met3	712	4.4	2.24
met4	293	1.8	1.88
met5	0	0	0
[registers in the layout (all words and copies together) (netlist names), 2 cells and up]
signal,flops
seg7.an,4
dbU.u1.count,26
seg7.seg,7
dbC.u1.count,26
seg7.segclk,13
seg7.state,2
clock.hour,6
clock.clkc,32
clock.min,6
dbR.u1.count,26
clock.sec,6
[placed cells by master, fill, tap and decap left out, drive strengths merged, types with 6 or more instances in the layout]
master / n
ha: 58
edfxtp: 35
and2: 6
buf: 15
and3: 24
nor2b: 22
nor3: 13
nor2: 115
nand2: 100
clkdlybuf4s50: 18
nor4: 13
nand4: 29
or2: 10
xor2: 56
o211ai: 6
dfxtp: 132
xnor2: 72
inv: 55
a21oi: 22
and4: 13
o21ai: 27
clkbuf: 22
nor4b: 8
nand3: 58
nand2b: 12
[timing repair]
action	CTS	global route
endpoints found under the hold margin	0	0
endpoints found under the setup margin	4	2
hold buffers	0	0
gates resized	12	11
pin swaps	6	8
setup buffers	1	1
[worst max-delay path by stage]
stage | depth (start not counted) | slack, ps | from | end
finish | 13 | 100 | clock.sec[4] | led[3]
CTS | 12 | 20 | clock.sec[4] | led[4]
global route | 13 | -60 | clock.sec[4] | led[3]
[through the flow]
stage          std cells  TNS [ps]  hold WS, ps  total power, W
2_1_floorplan        992         0          367         0.00154
3_3_place_gp        1381     -14.0          371         0.00155
3_5_place_dp        1381      -164          371         0.00155
4_1_cts             1414         0          380         0.00310
5_1_grt             1415     -55.2          416         0.00317
6_report            1415         0          380         0.00306
[area by class of cell]
| cell class | instances | area share, % |
|---|---|---|
| Multi-Input combinational cell | 746 | 48.6 |
| Timing Repair Buffer | 37 | 3.18 |
| Clock inverter | 12 | 1.03 |
| Clock buffer | 20 | 4.86 |
| Inverter | 49 | 1.79 |
| Tap cell | 384 | 4.67 |
| Sequential cell | 167 | 35.9 |
[power by group]
group          leakage, nW  switching, W  internal (W)
Clock                0.299      0.000634      0.000902
Combinational         2.27    0.00000907    0.00000935
Sequential            1.40    0.00000653       0.00150
Total                 3.98      0.000650       0.00241
No activity file was given, so power comes from the tool's default toggle rates.
